==> flow/design.v <==
`timescale 1ns / 1ps
module spi_master #(
  parameter CPOL         = 1'b0,           
  parameter CPHA         = 1'b0,           
  parameter WIDTH        = 8,              
  parameter LSB          = 1'b0,           
  parameter BAUD_RATE    = 8               
) (
  input                  i_clk,            
  input                  i_rst,            
  input                  i_miso,           
  output reg             o_sck,            
  output reg             o_mosi,           
  output reg             o_ss_n,           
  input                  i_reset,          
  input                  i_ss_n_en,        
  input                  i_tx_data_valid,  
  input      [WIDTH-1:0] i_tx_data,        
  output reg             o_tx_int,         
  output reg [WIDTH-1:0] o_rx_data,        
  output reg             o_rx_int          
);
  reg             [WIDTH-1:0] r_shift_miso;
  reg             [WIDTH-1:0] r_shift_mosi;
  reg     [$clog2(WIDTH)-1:0] r_rx_counter;
  reg [$clog2(BAUD_RATE)-1:0] r_baud_counter;
  reg                         r_tx_valid;
  reg                   [3:0] r_ss_n_state;
  always @(posedge i_clk) begin
    if (i_rst) begin
      r_ss_n_state <= 'h0;
      o_ss_n       <= 1'b1;
    end else if (i_reset) begin
      r_ss_n_state <= 'h0;
      o_ss_n       <= 1'b1;
    end else begin
      o_ss_n          <= ~i_ss_n_en;
      r_ss_n_state[0] <= i_ss_n_en;
      r_ss_n_state[1] <= r_ss_n_state[0];
      r_ss_n_state[2] <= r_ss_n_state[1];
      r_ss_n_state[3] <= r_ss_n_state[2];
    end
  end
  always @(posedge i_clk) begin
    if (i_rst) begin
      o_sck          <= CPOL;
      r_baud_counter <= 0;
    end else if (i_reset) begin
      o_sck          <= CPOL;
      r_baud_counter <= 0;
    end else if (r_ss_n_state != 4'b1111) begin
      o_sck          <= CPOL;
      r_baud_counter <= 0;
    end else begin 
      r_baud_counter <= r_baud_counter + 1;
      if (r_baud_counter == BAUD_RATE / 2)
        o_sck <= ~o_sck;
      else if (r_baud_counter == 0)
        o_sck <= ~o_sck;
    end
  end
  always @(posedge i_clk) begin
    if (i_rst) begin
      o_rx_int     <= 1'b0;
      o_rx_data    <= 'h0;
      r_rx_counter <= 0;
      r_shift_miso <= 0;
    end else if (i_reset) begin
      o_rx_int     <= 1'b0;
      o_rx_data    <= 'h0;
      r_rx_counter <= 0;
      r_shift_miso <= 0;
    end else if (r_ss_n_state != 4'b1111) begin
      o_rx_int     <= 1'b0;
      r_rx_counter <= 0;
      r_shift_miso <= 0;
    end else begin
      if (CPHA) begin
        if (r_baud_counter == BAUD_RATE / 2) begin
          r_shift_miso <= {r_shift_miso[WIDTH-2:0], i_miso};
          if (r_rx_counter == WIDTH-1) begin
            o_rx_data    <= {r_shift_miso[WIDTH-2:0], i_miso};
            r_rx_counter <= 0;
            o_rx_int     <= 1'b1;
          end else begin
            r_rx_counter <= r_rx_counter + 1;
            o_rx_int     <= 1'b0;
          end
        end
      end else begin
        if (r_baud_counter == 0) begin
          r_shift_miso <= {r_shift_miso[WIDTH-2:0], i_miso};
          if (r_rx_counter == WIDTH-1) begin
            o_rx_data    <= {r_shift_miso[WIDTH-2:0], i_miso};
            o_rx_int     <= 1'b1;
            r_rx_counter <= 0;
          end else begin
            r_rx_counter <= r_rx_counter + 1;
            o_rx_int     <= 1'b0;
          end
        end
      end
    end
  end
  always @(posedge i_clk) begin
    if (i_rst)
      r_tx_valid <= 0;
    else if (i_reset)
      r_tx_valid <= 0;
    else
      r_tx_valid <= i_tx_data_valid;
  end
  always @(posedge i_clk) begin
    if (i_rst) begin
      o_tx_int     <= 1'b0;
      o_mosi       <= 1'b0;
      r_shift_mosi <= 0;
    end else if (i_reset) begin
      o_tx_int     <= 1'b0;
      o_mosi       <= 1'b0;
      r_shift_mosi <= 0;
    end else if (o_ss_n) begin
      o_tx_int     <= 1'b0;
      o_mosi       <= 1'b0;
      r_shift_mosi <= 0;
    end else if (r_ss_n_state == 4'b0011) begin
      if (r_tx_valid) begin
        o_tx_int     <= 1'b1;
        r_shift_mosi <= i_tx_data;
        if (LSB) begin
          o_mosi <= i_tx_data[0];
        end else begin
          o_mosi <= i_tx_data[WIDTH-1];
        end
      end
    end else if (r_ss_n_state == 4'b1111) begin
      if (CPHA) begin
        if (r_baud_counter == 0) begin
          if ({o_tx_int, o_rx_int} == 2'b01) begin
            if (r_tx_valid) begin
              o_tx_int     <= 1'b1;
              r_shift_mosi <= i_tx_data;
              if (LSB) begin
                o_mosi <= i_tx_data[0];
              end else begin
                o_mosi <= i_tx_data[WIDTH-1];
              end
            end else begin
              o_tx_int <= 1'b0;
              if (LSB) begin
                o_mosi <= r_shift_mosi[r_rx_counter];
              end else begin
                o_mosi <= r_shift_mosi[(WIDTH-1) - r_rx_counter];
              end
            end
          end else begin
            o_tx_int <= 1'b0;
            if (LSB) begin
              o_mosi <= r_shift_mosi[r_rx_counter];
            end else begin
              o_mosi <= r_shift_mosi[(WIDTH-1) - r_rx_counter];
            end
          end
        end
      end else begin
        if (r_baud_counter == BAUD_RATE / 2) begin
          if ({o_tx_int, o_rx_int} == 2'b01) begin
            if (r_tx_valid) begin
              o_tx_int     <= 1'b1;
              r_shift_mosi <= i_tx_data;
              if (LSB) begin
                o_mosi <= i_tx_data[0];
              end else begin
                o_mosi <= i_tx_data[WIDTH-1];
              end
            end else begin
              o_tx_int <= 1'b0;
              if (LSB) begin
                o_mosi <= r_shift_mosi[r_rx_counter];
              end else begin
                o_mosi <= r_shift_mosi[(WIDTH-1) - r_rx_counter];
              end
            end
          end else begin
            o_tx_int <= 1'b0;
            if (LSB) begin
              o_mosi <= r_shift_mosi[r_rx_counter];
            end else begin
              o_mosi <= r_shift_mosi[(WIDTH-1) - r_rx_counter];
            end
          end
        end
      end
    end
  end
endmodule
==> flow/run.sh <==
#!/bin/bash
# OpenROAD 26Q1-2900-gdf79404cd8, Yosys 0.63+post, stock flow scripts
make -C /OpenROAD-flow-scripts/flow DESIGN_CONFIG=/design/flow/config.mk WORK_HOME=/design/flow/orfs finish
==> flow/config.mk <==
export PLATFORM = sky130hd
export DESIGN_NAME = spi_master
export DESIGN_NICKNAME = spi_master
export VERILOG_FILES = /design/flow/design.v
export SDC_FILE = /design/flow/constraint.sdc
export NUM_CORES = 4
export LEC_CHECK = 1
export CORE_AREA = 10 10 102 102
export DIE_AREA = 0 0 112 112
==> flow/constraint.sdc <==
current_design spi_master

set clk_period 2.5
set clk_io_pct 0.2

create_clock -name clk0 -period $clk_period [get_ports {i_clk}]

set non_clock_inputs [all_inputs -no_clocks]
set_input_delay [expr $clk_period * $clk_io_pct] -clock clk0 $non_clock_inputs
set_output_delay [expr $clk_period * $clk_io_pct] -clock clk0 [all_outputs]
==> results.yml <==
# yosys + openroad results
synthesis:
  top_cells_by_area: "dfxtp_1 50%, mux2i_1 11%, nand2_1 9.0%"
  yosysTopAreaCell: "dfxtp_1"
  synth.top_cell.area_share_pct: 49.52
  synth-main-ff-cell: "dfxtp_1"
  ys_seq_share_pct: 49.52
  yosys_cells: 164
  synthArstFlopShare_pct: 0
  synthesis.area_um2: 1577
  synthDistinctLibCells: 32
  avgSynthCellArea_um2: 9.613
  synthCells: 164
  synth-edff-count: 0
  yosys_area_um2: 1577
  ys.warnings.count: 1
  synth-seq-cells: 39
critical_path:
  cp-startpoint: "o_ss_n"
  critical_path.max_fanout: 2
  worst-path-buf-inv: 1
  crit_path_max_incr_delay_ns: 0.52
  cp_top_family: "buffers and inverters"
  r2r_end: "o_rx_data[3]"
  critPathRequiredTime_ns: 2.00
  rrSetupSlack_ns: 0.82
  cp_cell_sequence: "clkdlybuf4s50_1"
  crit_cells: 1
  worst-setup-path-type: "reg -> out"
  r2r_start: "r_baud_counter[0]"
  reg2reg_depth: 7
  start_kind: "flop"
  crit_slowest_cell: "clkdlybuf4s50_1"
  endpoint: "o_ss_n"
  cp-end-kind: "primary output"
  crit_arrival_ns: 1.26
die:
  die_area_um2: 12540
  fp_util_pct: 19.19
  rows: 33
  core-area_um2: 8217
  die_w_um: 112
  pin_count: 27
  fp.dieH_um: 112
job:
  drv_cap: 0
  tool_warnings: 26
clock_network:
  ctsHoldBuffers: 0
  cts_made_buffers: 5
  cts_tree: "done"
  post_cts_resized: 0
  root_buffer: "clkbuf_8"
  clkTransAtPathRegs_ns: 0.08
  htree_levels: 2
  cts_setup_buffers: 0
  clock_sink_count: 39
  clock_path_buffers: 2
  clkLatencyLatePin_ns: 0.29
place:
  gp_congestion: 0.7441
  hpwlAfterDp_mm: 2.365
  portBuffers: 26
final_layout:
  comb_area_um2: 734.5
  nFillCells: 864
  drive_gt1_share_pct: 6.771
  area_growth_pct: 29.29
  seq_area_um2: 780.7
  utilization_pct: 24.81
sta:
  hold_viol: 0
  finalMaxSlewViolations: 0
  skew_ns: 0.008480
  min_period_over_period_pct: 70.50
  period_minus_slack_ns: 1.763
  relSlewSlack_pct: 68.16
  timing.setup.tns_ns: 0
  max_freq_mhz: 567.3
  rsz0062_at_grt: "no"
  timing_worst_slew_pin_value_ns: 0.4775
  final-setup-viol-count: 0
power_and_ir_drop:
  p_leak_nw: 0.8366
  p_per_area_nw_per_um2: 576.4
  vdd_drop_max_v: 0.0002286
drt:
  vias: 1129
  drtAntennaViolNets: 0
  route.detailed.drc: 0
  diodes: 0
  vias_per_cell: 3.801
  wl_mm: 3.228
  drt_iter0_drc: 50
  drt_pass1_iterations: 4
  wire_per_inst_um: 10.87
hold_path:
  holdPathStages: 1
  hp-class: "reg -> reg"
global_routing:
  grt_pass1_vias: 1083
  gr-total-overflow: 0
  grt_pass1_wl_mm: 5.423
  grt_usage_pct: 4.997
  grt_antenna_before_repair: 0
  grt_max_degree: 19
run_status:
  status: "finished, final reports clean"
## registers in the layout, indices dropped and copies added (netlist names)
name	count
o_rx_data	8
r_rx_counter	3
o_mosi	1
o_sck	1
r_baud_counter	3
r_shift_mosi	8
r_tx_valid	1
o_rx_int	1
r_shift_miso	7
o_tx_int	1
o_ss_n	1
r_ss_n_state	4
## how the worst min path moves through the flow
stage                        startpoint  slack [ns]                end
after CTS             r_baud_counter[0]        0.46  r_baud_counter[0]
after global routing  r_baud_counter[0]        0.48  r_baud_counter[0]
final                 r_baud_counter[0]        0.45  r_baud_counter[0]
## routing by layer
layer	vias to the layer above	global-route usage, %	wire length [µm]
met4	0	1.100	56
met2	26	6.993	1249
li1	604	-	-
met5	-	0	0
met3	6	1.466	142
met1	493	7.385	1779
## per-stage QoR
stage / area [µm²] / power, mW / instances / hold WS (ns) / setup slack, ns
final: 2038 / 1.175 / 297 / 0.4518 / 0.7374
after global routing: 2038 / 1.223 / 297 / 0.4812 / 0.6502
after CTS: 2038 / 1.194 / 297 / 0.4557 / 0.7132
after detailed placement: 1926 / 0.6726 / 289 / 0.4354 / 0.5137
after global placement: 1926 / 0.6728 / 289 / 0.4286 / 0.5443
after floorplan: 1577 / 0.6496 / 164 / 0.4173 / 1.143
## cells by family after synthesis
group	synth area share [%]
buffers and inverters	3.888
adder cells (fa/ha/maj)	3.175
multiplexers	13.10
AND/OR/NAND/NOR	22.38
XOR/XNOR	1.111
flip-flops	49.52
AND-OR/OR-AND	6.826
## report_power, final
group	internal [mW]	switching (mW)	total, mW
sequential	0.623	0.00261	0.626
combinational	0.0213	0.0107	0.0320
clock	0.297	0.220	0.517
## synth_stat cells (2+ instances only)
| cell type | count |
|---|---|
| dfxtp_1 | 39 |
| nand3_1 | 2 |
| a21oi_1 | 12 |
| buf_6 | 2 |
| inv_1 | 3 |
| ha_1 | 4 |
| and3_1 | 2 |
| nor2_1 | 13 |
| nand2b_1 | 2 |
| buf_2 | 3 |
| nand2_1 | 38 |
| xnor2_1 | 2 |
| and2_1 | 4 |
| nand3b_1 | 2 |
| mux2i_1 | 18 |
| nor2b_1 | 2 |
## area by class of cell
type                            instances  share of cell area [%]
Multi-Input combinational cell        115                   36.03
Sequential cell                        39                   38.31
Timing Repair Buffer                   27                   13.14
Inverter                                3                  0.5525
Clock buffer                            5                   3.376
Tap cell                              105                   6.446
Clock inverter                          3                   2.149
## placed cells by master, fill, tap and decap left out, types with 2 or more instances in the layout
master,instances
nand2_1,38
nand3b_1,2
clkdlybuf4s50_1,26
dfxtp_1,39
clkbuf_8,5
a21oi_1,12
xnor2_1,2
nor2b_1,2
nand2b_1,2
nor2_1,13
nand3_1,2
mux2i_1,18
ha_1,4
and3_1,2
and2_1,4
inv_1,3
No activity file was given, so power comes from the tool's default toggle rates.
